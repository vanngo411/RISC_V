$ cat /design/flow/config.mk
export PLATFORM = sky130hd
export DESIGN_NAME = register_file
export DESIGN_NICKNAME = register_file
export VERILOG_FILES = /design/flow/design.v
export SDC_FILE = /design/flow/constraint.sdc
export NUM_CORES = 4
export LEC_CHECK = 1
export CORE_UTILIZATION = 50
$ cat /design/flow/constraint.sdc
current_design register_file

set clk_period 15.3
set clk_io_pct 0.2

create_clock -name clk0 -period $clk_period [get_ports {clk}]

set non_clock_inputs [all_inputs -no_clocks]
set_input_delay [expr $clk_period * $clk_io_pct] -clock clk0 $non_clock_inputs
set_output_delay [expr $clk_period * $clk_io_pct] -clock clk0 [all_outputs]
$ cat /design/flow/design.v
module register_file (clk, reset, Rs1, Rs2, Rd, Write_data, RegWrite, Read_data1, Read_data2);
	input clk, reset, RegWrite;  
	input [4:0] Rs1, Rs2, Rd;  
	input [31:0] Write_data;  
	output [31:0] Read_data1, Read_data2;
	reg [31:0] Registers [31:0];  
	initial 
	begin
		Registers[0] = 32'd0;
		Registers[1] = 32'd0;
		Registers[2] = 6;
		Registers[3] = 34;
		Registers[4] = 5;
		Registers[5] = 8;
		Registers[6] = 2;
		Registers[7] = 67;
		Registers[8] = 56;
		Registers[9] = 45;
		Registers[10] = 50;
		Registers[11] = 41;
		Registers[12] = 24;
		Registers[13] = 23;
		Registers[14] = 24;
		Registers[15] = 35;
		Registers[16] = 46;
		Registers[17] = 57;
		Registers[18] = 68;
		Registers[19] = 29;
		Registers[20] = 30;
		Registers[21] = 41;
		Registers[22] = 52;
		Registers[23] = 53;
		Registers[24] = 44;
		Registers[25] = 75;
		Registers[26] = 56;
		Registers[27] = 57;
		Registers[28] = 48;
		Registers[29] = 39;
		Registers[30] = 80;
		Registers[31] = 91;
	end
	integer k;
	always @(posedge clk)
	begin
			if (reset == 1'b1)
			begin
				for (k=0; k<32; k=k+1)
				begin
					Registers[k]=32'h0;
				end
			end
			else if (RegWrite == 1'b1)
			begin
				Registers[Rd] = Write_data;
			end
	end
	assign Read_data1 = Registers[Rs1];
	assign Read_data2 = Registers[Rs2];
endmodule
$ cat /design/flow/run.sh
#!/bin/bash
# OpenROAD 26Q1-2900-gdf79404cd8, Yosys 0.63+post, stock flow scripts
make -C /OpenROAD-flow-scripts/flow DESIGN_CONFIG=/design/flow/config.mk WORK_HOME=/design/flow/orfs finish
==> flow_metrics.tcl <==
# flow metrics
set metrics [dict create \
    crit_type "input port to output pin" \
    final-instance-count-excl-fill 6162 \
    cts_resized 0 \
    io_buffers 113 \
    clk_pin_slew_ns 0.06 \
    post-place-cells 5947 \
    cts_buffers 114 \
    ys_cells 4640 \
    cap_violations 0 \
    endpoint "Read_data2[19]" \
    postCtsSetupBuffers 0 \
    yosys_area_um2 56500 \
    syn_inst 4640 \
    die_h_um 338 \
    power_density_nw_per_um2 108 \
    final_cell_mix "edfxtp_1 (1024), mux2i_1 (1024), and2_1 (1024), nand2_1 (193), nand3_1 (193)" \
    drt.antenna.violating_nets 0 \
    fillers 8927 \
    place_congestion 0.902 \
    worst_hold_path_type "input port to register" \
    setup_violations 0 \
    irDropWorstVdd_mv 0.102 \
    dieArea_um2 114000 \
    pin_count 114 \
    overflow 0 \
    cp.arrival_ns 7.40 \
    synth_warnings 1 \
    drv_slew 0 \
    wl_per_cell_um 32.1 \
    numClockSinks 1024 \
    regArea_um2 30700 \
    tns_ns 0 \
    ys_types 31 \
    fmax_mhz 95.6 \
    clockBufferDepth 3 \
    grtUsageTotal_pct 38.1 \
    whs_path_depth 3 \
    hold_viol 0 \
    synth_seq_share_pct 54.5 \
    routed_wl_um 198000 \
    route.detailed.drc 0 \
    hpwl_um 109000 \
    dr.pass1.iters 5 \
    grt_first_pass_wirelength_um 280000 \
    tightestPinTransition_ns 1.09 \
    cts_tree "built" \
    via_per_inst 6.19 \
    cts_max_level 3 \
    core_um2 111000 \
    period_minus_slack_ns 10.46 \
    cts_hold_buf 0 \
    warning_count 26 \
    die_x_um 338 \
    status "complete, no violations" \
    area_growth_pct 9.72 \
    startpoint "Rs2[2]" \
    drive_gt1_share_pct 8.17 \
    fin_crit_sh_pct 68.3 \
    endpoint_kind "output pin" \
    synth_area_um2 56500 \
    antenna_found_initial 15 \
    startpoint_type "input port" \
    comb_area_um2 23500 \
    critPathMaxFanout 38 \
    synth_flop_count 1024 \
    relSlewSlack_pct 27.1 \
    rsz0062_at_grt "false" \
    crit_required_ns 12.24 \
    grt_pass1_vias 38871 \
    grt_max_degree 92 \
    largest_reg_flops 1024 \
    avgSynthCellArea_um2 12.2 \
    via_count 38116 \
    rows 122 \
    root_buffer "clkbuf_16" \
    drt_iter0_drc 2593 \
    power.leakage_nw 24.1 \
    initial_utilization_pct 50.7 \
]
-- synthesized netlist by cell type --
library cell / instances / share of area (%)
and2_1: 1026 / 11
edfxtp_1: 1024 / 54
mux2i_1: 1024 / 18
nand2_1: 195 / 1.3
nand3_1: 193 / 1.7
a21oi_1: 192 / 1.7
a22oi_1: 192 / 2.6
clkbuf_1: 191 / 1.3
a22o_1: 128 / 2.0
buf_4: 76 / 1.0
clkbuf_2: 66 / 0.58
a31oi_1: 64 / 0.71
nor3_1: 64 / 0.57
buf_2: 51 / 0.45
buf_6: 43 / 0.86
or2_2: 34 / 0.38
nor2_1: 22 / 0.15
buf_1: 17 / 0.11
nor2_4: 10 / 0.20
nand2b_1: 5 / 0.055
clkbuf_4: 4 / 0.053
nor2_8: 4 / 0.14
nor2b_1: 4 / 0.044
nand3b_1: 3 / 0.040
or3b_4: 2 / 0.040
and2b_1: 1 / 0.013
nand2_2: 1 / 0.011
nand3_4: 1 / 0.031
nand3b_4: 1 / 0.035
or3_1: 1 / 0.011
or3_4: 1 / 0.020
-- where the power goes --
part / total [mW] / internal (mW) / switching [mW]
Combinational: 0.821 / 0.294 / 0.527
Sequential: 3.31 / 3.24 / 0.0726
Clock: 2.59 / 1.46 / 1.13
-- how the worst min path moves through the flow --
| stage | slack, ns | to | start |
|---|---|---|---|
| after CTS | 3.26 | Registers[26][20] | Write_data[20] |
| final | 3.29 | Registers[26][20] | Write_data[20] |
| after global routing | 3.31 | Registers[24][20] | Write_data[20] |
-- final cells by class --
cell class / count / share of cell area (%)
multi-input combinational: 3168 / 37.9
clock buffer: 149 / 4.88
tap: 1488 / 3.00
antenna: 13 / 0.0525
timing repair buffer: 267 / 3.91
clock inverter: 53 / 0.642
sequential: 1024 / 49.6
-- metrics by stage --
step / area, um2 / utilization, % / power (mW) / setup WS [ns] / hold slack, ns
after floorplan: 56500 / - / 3.83 / 8.13 / 3.26
after global placement: 58500 / 52.6 / 4.17 / 5.02 / 4.01
after detailed placement: 58500 / 52.6 / 4.17 / 4.96 / 4.02
after CTS: 61900 / 55.7 / 6.73 / 4.95 / 3.26
after global routing: 61900 / 55.7 / 6.91 / 4.80 / 3.31
final: 62000 / 55.7 / 6.72 / 4.84 / 3.29
-- critical path, stage by stage --
cell and delay [ns]:
clkdlybuf4s50_1 0.61, nor2b_4 0.46, buf_4 0.54, buf_4 0.69, buf_4 0.58, a22o_1 0.21, nor3_1 0.05, a31oi_1 0.45
nand3_1 0.24, clkdlybuf4s50_1 0.46
-- cells by family (layout without fill, tap and decap cells) --
| logic type | Yosys count | in the layout | synth area share (%) |
|---|---|---|---|
| mux | 1024 | 1024 | 18.2 |
| simple gates | 1568 | 1568 | 16.1 |
| compound gates | 576 | 576 | 6.95 |
| other cells | 0 | 13 | 0 |
| buf+inv | 448 | 469 | 4.34 |
| flops | 1024 | 1024 | 54.5 |
-- per-layer routing --
metal / share of wire, % / GRT usage (%) / vias to the layer above
li1: - / - / 16894
met3: 14 / 22.1 / 525
met2: 43 / 52.7 / 2237
met5: 0.16 / 1.53 / -
met4: 5.5 / 16.5 / 16
met1: 37 / 50.9 / 18444
Power is estimated from default activity; no workload was simulated.
