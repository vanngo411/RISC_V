==> design/flow/design.v <==
module RAM_for_LEDShowing(clk, reset, write_signal, read_address,  write_address, write_data, Read_Data);
	input clk, reset, write_signal;
	input [31:0]  write_data;
	input [2:0] write_address, read_address;
	output [7:0] Read_Data;
	reg [31:0] memory [63:0];
	integer k;
	assign Read_Data = memory[read_address];
	always @ (posedge clk or posedge reset)
	begin
		if (reset == 1'b1) 
		begin
			for (k=0; k<64; k=k+1)
			begin
				memory[k] = 32'h0;
			end
		end
		else if (write_signal)
		begin
			memory[write_address] = write_data;
		end
	end
endmodule  
==> design/flow/run.sh <==
#!/bin/bash
# OpenROAD 26Q1-2900-gdf79404cd8, Yosys 0.63+post, stock flow scripts
make -C /OpenROAD-flow-scripts/flow DESIGN_CONFIG=/design/flow/config.mk WORK_HOME=/design/flow/orfs finish
==> design/flow/config.mk <==
export PLATFORM = sky130hd
export DESIGN_NAME = RAM_for_LEDShowing
export DESIGN_NICKNAME = RAM_for_LEDShowing
export VERILOG_FILES = /design/flow/design.v
export SDC_FILE = /design/flow/constraint.sdc
export NUM_CORES = 4
export LEC_CHECK = 1
export CORE_UTILIZATION = 50
==> design/flow/constraint.sdc <==
current_design RAM_for_LEDShowing

set clk_period 1.7
set clk_io_pct 0.2

create_clock -name clk0 -period $clk_period [get_ports {clk}]

set non_clock_inputs [all_inputs -no_clocks]
set_input_delay [expr $clk_period * $clk_io_pct] -clock clk0 $non_clock_inputs
set_output_delay [expr $clk_period * $clk_io_pct] -clock clk0 [all_outputs]
==> flow_metrics.py <==
# Auto-generated metrics
metrics = {
    "status": {
        "status": "complete, but fails checks",
        "failed_checks": "negative setup slack",
    },
    "routing": {
        "viasPerCell": 5.640,
        "drt-total-wl_um": 7314,
        "antenna_left": 0,
        "drtPass1Iterations": 4,
        "vias": 2160,
        "wire_per_inst_um": 19.10,
        "drtIter0Drc": 75,
        "num_antenna_cells": 0,
        "drcViolationCount": 0,
    },
    "cells_and_area": {
        "comb_area_mm2": 0.001458,
        "fillers": 405,
        "layout-drive-gt1-share": 0.5325,
        "regArea_mm2": 0.001602,
        "design_area_mm2": 0.004041,
        "area_growth_pct": 32.21,
        "largest_reg_flops": 64,
    },
    "logic_synthesis": {
        "ys_chip_area_mm2": 0.003057,
        "synthCells": 236,
        "top_cell_area_share": 0.5239,
        "netlist_area_mm2": 0.003057,
        "largest_area_cell": "dfrtp_1",
        "top_cells_by_area": "dfrtp_1, mux2_2, mux2i_1",
        "edf_count": 0,
        "avgSynthCellArea_um2": 12.95,
        "ys.flop_type": "dfrtp_1",
        "yosysMostFrequentCell": "dfrtp_1",
        "ys_cells": 236,
        "common_cells": "dfrtp_1, mux2_2, nor2_1",
        "ys_seq_share": 0.5239,
        "yosysUniqueCellTypes": 29,
        "yosysWarnings": 2,
        "ys.flops": 64,
        "async_flop_share": 1.000,
    },
    "floorplanning": {
        "core_mm2": 0.005921,
        "die-area_mm2": 0.006430,
        "fp_util": 0.5163,
        "rows": 28,
        "ioPinCount": 49,
        "dieWidth_um": 80.19,
        "die_h_um": 80.19,
    },
    "timing": {
        "setup_tns_ns": -0.3830,
        "maxClockFrequency_mhz": 557.1,
        "final-setup-viol-count": 6,
        "fin_ws_ns": -0.09504,
        "post-route-min-period_ns": 1.795,
        "hold_violations": 0,
        "fin_skew_ns": 0,
        "fin_crit_sh": 1.056,
        "slew_headroom": 0.7745,
        "worst_pin_slew_ns": 0.3383,
        "rsz0062_at_grt": "true",
        "maxSlewViolCount": 0,
    },
    "critical_path": {
        "critical-path-slowest-cell": "mux4_2",
        "critical_path_class": "reg -> out",
        "crit_arrival_ns": 1.46,
        "critPathMaxStageDelay_ns": 0.47,
        "rrSetupSlack_ns": 0.90,
        "r2r-end": "memory[0][2]",
        "setup.worst_path.start_class": "flip-flop",
        "critPathRequiredTime_ns": 1.36,
        "r2r-start": "memory[0][2]",
        "worstPathCellList": "mux4_2, a21oi_2, nor2_1, buf_2",
        "crit_fanout": 2,
        "r2r_cells": 1,
        "setup.worst_path.end_class": "primary output",
    },
    "global_route": {
        "antenna_found_initial": 0,
        "grt_overflow": 0,
        "grt_first_pass_wirelength_um": 11920,
        "grt_max_degree": 65,
        "grt_pass1_vias": 2302,
        "grt.total_usage": 0.2656,
    },
    "clock_network": {
        "tritoncts": "done",
        "clk_pin_slew_worst_paths_ns": 0.07,
        "h-tree-depth": 3,
        "clock_latency_ns": 0.33,
        "cts_root_buffer": "clkbuf_8",
        "cts_sinks": 64,
        "clock_path_buffers": 2,
        "numCtsBuffers": 9,
    },
    "pwr": {
        "p_seq_frac": 0.474,
        "power_leakage_nw": 1.755,
        "p_switching_mw": 1.088,
        "irDropWorstVdd_uv": 814.2,
        "clock_power_share": 0.329,
        "power.density_mw_per_mm2": 1069,
        "switching_share": 0.2518,
        "p_int_mw": 3.232,
        "p_comb_frac": 0.197,
    },
    "flow_run": {
        "maxCapViolCount": 0,
        "tool_warnings": 51,
    },
    "placed_design": {
        "dpl_cell_area_mm2": 0.003659,
        "globalplace.congestion": 0.8537,
        "io_buffers": 24,
        "place_hpwl_um": 4760,
    },
    "worst_hold_path": {
        "hp-class": "in -> async",
    },
}
-- how the worst max path moves through the flow --
stage / startpoint / to / depth (start not counted)
global route: memory[5][7] / Read_Data[7] / 4
finish: memory[5][7] / Read_Data[7] / 4
CTS: memory[5][7] / Read_Data[7] / 4
-- layout by cell type (no fill, tap or decap), drive strengths merged, types with 5 or more instances in the layout --
cell            n
nor2           16
buf            58
clkbuf         10
nand2           9
dfrtp          64
clkdlybuf4s50  13
a31oi           8
mux2i          13
a211oi          5
mux2           63
a21oi           6
nor3b           7
nor2b           5
-- cell families after synthesis --
logic type	count (synthesis)	synth area share
flip-flops	64	0.5239
AND-OR/OR-AND	30	0.06427
AND/OR/NAND/NOR	49	0.09989
multiplexers	77	0.2820
buffers and inverters	16	0.02988
-- critical path: cells and delay by family (launching register included) --
kind	cells	cell delay [ns]
buffers and inverters	1	0.10
AND-OR/OR-AND	1	0.12
flip-flops	1	0.38
AND/OR/NAND/NOR	1	0.04
multiplexers	1	0.47
-- final cells by class --
type                    instances  share of cell area
inverters                       2            0.002786
well taps                      75             0.02322
flip-flops and latches         64              0.3963
multi-input cells             156              0.3607
repair buffers                 71              0.1628
clock buffers                  10             0.03406
clock inverters                 5             0.02012
-- power by group through the flow --
stage	clock network [mW]	registers, mW	logic, mW
finish	1.42	2.05	0.851
global route	1.52	2.09	0.931
CTS	1.46	2.04	0.853
-- metal layers --
| metal | vias to the layer above | wire length (um) | track usage |
|---|---|---|---|
| met2 | 71 | 3357 | 0.4034 |
| li1 | 998 | - | - |
| met4 | 0 | 108 | 0.04286 |
| met1 | 1081 | 3162 | 0.3713 |
| met3 | 10 | 686 | 0.1211 |
| met5 | - | 0 | 0 |
-- repair_timing --
| action | CTS | global route |
|---|---|---|
| hold buffers | 0 | 0 |
| resized | 74 | 2 |
| setup buffers | 10 | 0 |
| pin swaps | 12 | 13 |
| endpoints found under the setup margin | 8 | 8 |
-- stage by stage --
step | total power, mW | hold slack [ns] | cells | util | setup WS, ns
after detailed placement | 2.882 | 0.4878 | 359 | 0.6179 | -0.8635
after CTS | 4.353 | 0.4571 | 384 | 0.6832 | -0.1151
after global placement | 2.838 | 0.4806 | 359 | 0.6179 | -0.8452
final | 4.319 | 0.4388 | 383 | 0.6826 | -0.09504
after global routing | 4.532 | 0.4660 | 383 | 0.6826 | -0.1613
after floorplan | 2.546 | 0.4568 | 236 | - | 0.2043
Power is estimated from default activity; no workload was simulated.
