`./config.mk`:
```
export PLATFORM = sky130hd
export DESIGN_NAME = data_memory
export DESIGN_NICKNAME = data_memory
export VERILOG_FILES = /design/flow/design.v
export SDC_FILE = /design/flow/constraint.sdc
export NUM_CORES = 4
export LEC_CHECK = 1
export CORE_UTILIZATION = 50
```
`./constraint.sdc`:
```
current_design data_memory

set clk_period 6.0
set clk_io_pct 0.2

create_clock -name clk0 -period $clk_period [get_ports {clk}]

set non_clock_inputs [all_inputs -no_clocks]
set_input_delay [expr $clk_period * $clk_io_pct] -clock clk0 $non_clock_inputs
set_output_delay [expr $clk_period * $clk_io_pct] -clock clk0 [all_outputs]
```
`./run.sh`:
```
#!/bin/bash
# OpenROAD 26Q1-2900-gdf79404cd8, Yosys 0.63+post, stock flow scripts
make -C /OpenROAD-flow-scripts/flow DESIGN_CONFIG=/design/flow/config.mk WORK_HOME=/design/flow/orfs finish
```
`./design.v`:
```
module data_memory(clk, reset, MemWrite, MemRead, Address, write_data, Read_Data);
	input clk, reset, MemWrite, MemRead;
	input [31:0] Address, write_data;
	output [31:0] Read_Data;
	reg [31:0] Dmemory [63:0];
	integer k;
	assign Read_Data = (MemRead) ? Dmemory[Address] : 32'h0;
	always @ (posedge clk or posedge reset)
	begin
		if (reset == 1'b1) 
		begin
			for (k=0; k<64; k=k+1)
			begin
				Dmemory[k] = 32'h0;
			end
		end
		else if (MemWrite)
		begin
			Dmemory[Address] = write_data;
		end
	end
endmodule
```
==> insert_results.sql <==
-- physical implementation figures
INSERT INTO impl_metrics (metric_group, metric, value, unit) VALUES
('outcome', 'status', 'finished with violations', ''),
('outcome', 'violations', 'negative setup slack', ''),
('floorplanning', 'fp_util', '50.6', '%'),
('global_route', 'grtUsageMet2', '59.8', '%'),
('drt', 'firstDrtPassIters', '6', ''),
('final_timing', 'unrepaired_setup_endpoints_after_global_routing', 'false', ''),
('synth', 'synth.avg_cell_area', '13.7', 'sq um'),
('power', 'post-layout-total-power', '33.2', 'mW'),
('worst_setup_path', 'timing.setup.critical_path_class', 'primary input to output pin', ''),
('finish', 'logic_area', '0.0362', 'sq mm'),
('job', 'maxCapViolations', '0', ''),
('synth', 'post_synth_inst_count', '6545', ''),
('global_route', 'pin_count_of_the_biggest_net_entering_global_routing', '127', ''),
('final_timing', 'finalCritPeriodShare', '101', '%'),
('place', 'routabilityCongestion', '0.996', ''),
('final_timing', 'setup-violations-final', '2', ''),
('clock_network', 'cts_tree', 'yes', ''),
('clock_network', 'cts.hold.buffers_added', '0', ''),
('global_route', 'grt_util_met1', '58.9', '%'),
('final_timing', 'final_hold_viol_count', '0', ''),
('finish', 'fraction_of_final_layout_cells_sized_beyond_drive_strength_1', '45.1', '%'),
('final_timing', 'timing.clock.skew', '0', 'ns'),
('synth', 'synth-edff-count', '0', ''),
('finish', 'syn_to_final_growth', '15.0', '%'),
('global_route', 'gr-total-overflow', '0', ''),
('worst_setup_path', 'timing.critical_path.fanout_max', '34', ''),
('power', 'power.leakage', '47.7', 'nW'),
('clock_network', 'clockRootBuffer', 'sky130_fd_sc_hd__clkbuf_16', ''),
('global_route', 'grt.total_usage', '44.2', '%'),
('final_timing', 'fmax', '166', 'MHz'),
('synth', 'largest_area_cell', 'sky130_fd_sc_hd__dfrtp_1', ''),
('synth', 'ys.flops', '2048', ''),
('place', 'pre_cts_ws', '-0.219', 'ns'),
('drt', 'drt.antenna.violating_nets', '0', ''),
('job', 'tool_warnings', '107', ''),
('clock_network', 'clock_latency', '0.86', 'ns'),
('place', 'dp_hpwl', '223', 'mm'),
('synth', 'synth.distinct_cells', '55', ''),
('finish', 'largest_register_ffs', '2048', ''),
('drt', 'route.detailed.drc', '0', ''),
('drt', 'drt-initial-drc-count', '5423', ''),
('final_timing', 'setup_ws', '-0.0351', 'ns'),
('floorplanning', 'ios', '100', ''),
('worst_setup_path', 'worstSetupEndpointType', 'output pin', ''),
('drt', 'finalWirelength', '371', 'mm'),
('finish', 'final_core_util', '58.1', '%'),
('synth', 'synth_sequential_area_ratio', '57.3', '%'),
('synth', 'postSynth.asyncResetShare', '100', '%'),
('clock_network', 'cts_max_path_buffers', '3', ''),
('global_route', 'grt-busiest-layer', 'met2', ''),
('floorplanning', 'die-height', '425', 'um'),
('drt', 'avgRoutedWirePerCell', '40.6', 'um'),
('floorplanning', 'die_w', '425', 'um'),
('synth', 'yosys.area.top_type_share', '57.3', '%'),
('synth', 'synth.cell_area', '0.0894', 'sq mm'),
('worst_setup_path', 'crit_required', '4.80', 'ns'),
('min_path', 'holdCritPathClass', 'flip-flop to flip-flop', ''),
('clock_network', 'cts_max_level', '4', ''),
('power', 'power.density', '323', 'mW/mm^2'),
('drt', 'post_drt_via_cell_ratio', '6.78', ''),
('final_timing', 'max_slew_margin', '12.0', '%'),
('synth', 'yosys_synthesis_warning_count', '2', ''),
('global_route', 'antenna_violations_before_repair', '20', ''),
('worst_setup_path', 'critPathLaunchType', 'primary input', ''),
('finish', 'stdcell_area', '0.103', 'sq mm'),
('worst_setup_path', 'timing.critical_path.arrival', '4.84', 'ns'),
('clock_network', 'numCtsBuffers', '213', ''),
('synth', 'yosys_cells', '6545', ''),
('synth', 'ys_top_cells_by_area', 'sky130_fd_sc_hd__dfrtp_1 (57%), sky130_fd_sc_hd__mux2_2 (26%), sky130_fd_sc_hd__a22oi_1 (7.1%)', '');
-- logic make-up after synthesis --
| family | share of synthesized area (%) |
|---|---|
| compound gates | 8.48 |
| xor+xnor | 0.00980 |
| buf+inv | 3.22 |
| flops | 57.3 |
| mux | 26.9 |
| simple gates | 4.12 |
-- final timing paths --
path	from	end	slack, ns	cells past startpoint
max	Address[5]	Read_Data[9]	-0.04	11
min	Dmemory[52][29]	Dmemory[52][29]	0.48	1
max reg2reg	Dmemory[39][22]	Dmemory[39][22]	5.21	1
min reg2reg	Dmemory[52][29]	Dmemory[52][29]	0.48	1
max in group asynchronous	reset	Dmemory[46][6]	3.29	4
min in group asynchronous	reset	Dmemory[43][3]	0.89	2
-- cell usage after synthesis, drive strengths merged, types with 11 or more instances --
cell type,instances
o21ai,38
clkbuf,349
a21oi,48
buf,317
mux2,2121
mux2i,13
nor3,55
nor4,56
and2,11
a22o,21
dfrtp,2048
a31oi,19
nand4,151
a22oi,845
and3,89
nand3,69
nand2,122
a2111oi,29
nor2,67
-- worst max-delay path: stages --
cell	delay, ns
sky130_fd_sc_hd__buf_4	0.52
sky130_fd_sc_hd__nand2_2	0.45
sky130_fd_sc_hd__nor3_2	0.81
sky130_fd_sc_hd__buf_4	0.27
sky130_fd_sc_hd__buf_4	0.29
sky130_fd_sc_hd__a22oi_1	0.17
sky130_fd_sc_hd__nand3_1	0.13
sky130_fd_sc_hd__nor4_1	0.07
sky130_fd_sc_hd__a31oi_1	0.21
sky130_fd_sc_hd__buf_4	0.15
sky130_fd_sc_hd__clkdlybuf4s50_1	0.48
-- timing repair --
action	4_1_cts	5_1_grt
pin swaps	0	1
buffers inserted	0	2
hold endpoints to repair	0	0
gates resized	7	1
setup endpoints to repair	4	2
-- layer usage --
metal / vias to the layer above / wire length, um
met5: - / 576
met4: 33 / 23200
met3: 1111 / 54700
met2: 3468 / 158000
met1: 32816 / 135000
li1: 24666 / -
-- layout by cell type (no fill, tap or decap), drive strengths merged, types with 3 or more instances in the layout --
| cell type | Yosys | routed |
|---|---|---|
| a2111oi | 29 | 29 |
| a21oi | 48 | 48 |
| a221oi | 8 | 8 |
| a222oi | 6 | 6 |
| a22o | 21 | 21 |
| a22oi | 845 | 845 |
| a31oi | 19 | 19 |
| and2 | 11 | 11 |
| and3 | 89 | 89 |
| and4b | 5 | 5 |
| and4bb | 3 | 3 |
| buf | 317 | 502 |
| bufinv | 0 | 5 |
| clkbuf | 349 | 330 |
| clkdlybuf4s50 | 0 | 35 |
| clkinv | 0 | 36 |
| clkinvlp | 0 | 3 |
| dfrtp | 2048 | 2048 |
| diode | 0 | 19 |
| inv | 6 | 10 |
| mux2 | 2121 | 2121 |
| mux2i | 13 | 13 |
| nand2 | 122 | 122 |
| nand2b | 7 | 7 |
| nand3 | 69 | 69 |
| nand4 | 151 | 151 |
| nand4b | 3 | 3 |
| nand4bb | 3 | 3 |
| nor2 | 67 | 67 |
| nor2b | 7 | 7 |
| nor3 | 55 | 55 |
| nor4 | 56 | 56 |
| nor4b | 3 | 3 |
| o211ai | 7 | 7 |
| o21ai | 38 | 38 |
| or2 | 3 | 3 |
-- stage by stage --
stage,cells,hold slack [ns]
CTS,9132,0.481
global placement,8754,0.463
detailed placement,8754,0.468
finish,9153,0.483
floorplan,6545,0.449
global route,9138,0.495
-- final cells by class --
class                   count  share of cell area, %
well taps                2340                   2.85
multi-input cells        3825                   35.2
inverters                   6                 0.0255
clock buffers             330                   6.26
diodes                     19                 0.0462
repair buffers            537                   5.29
flip-flops and latches   2048                   49.8
clock inverters            48                  0.515
-- report_power, final --
group | internal, mW | total (mW) | switching (mW)
registers | 15.8 | 16.7 | 0.939
clock network | 7.56 | 13.2 | 5.64
logic | 1.78 | 3.34 | 1.56
total | 25.1 | 33.2 | 8.13
Power figures rest on the tool's default switching activity, not on a simulated workload.
